## run.sh

```bash
#!/bin/bash
# OpenROAD 26Q1-2900-gdf79404cd8, Yosys 0.63+post, stock flow scripts
make -C /OpenROAD-flow-scripts/flow DESIGN_CONFIG=/design/flow/config.mk WORK_HOME=/design/flow/orfs finish
```

## config.mk

```make
export PLATFORM = sky130hd
export DESIGN_NAME = cu
export DESIGN_NICKNAME = cu
export VERILOG_FILES = /design/flow/design.v
export SDC_FILE = /design/flow/constraint.sdc
export NUM_CORES = 4
export LEC_CHECK = 1
export CORE_AREA = 10 10 137 137
export DIE_AREA = 0 0 147 147
```

## constraint.sdc

```tcl
current_design cu

set clk_period 1.0
set clk_io_pct 0.2

create_clock -name clk0 -period $clk_period [get_ports {clk}]

set non_clock_inputs [all_inputs -no_clocks]
set_input_delay [expr $clk_period * $clk_io_pct] -clock clk0 $non_clock_inputs
set_output_delay [expr $clk_period * $clk_io_pct] -clock clk0 [all_outputs]
```

## design.v

```verilog
parameter XLEN = 64;  
parameter VIRTUAL_ADDR_LEN = 32;
parameter PHYSICAL_ADDR_LEN = 32;
parameter IMM_LEN = 32;
parameter AXI_ID_WIDTH = 10;
parameter DCACHE_WB_DATA_LEN = 32;
parameter RESET_VECTOR = 32'h8000_0000;
parameter EXCEPTION_CODE_WIDTH = 4;
parameter PHY_REG_ADDR_WIDTH = 6;
parameter VIR_REG_ADDR_WIDTH = 5;
parameter PC_WIDTH = VIRTUAL_ADDR_LEN;
parameter CSR_ADDR_LEN = 12;
parameter BUS_MAP_ADDR_UPPER = 32'h3003_0000;
parameter BUS_MAP_ADDR_LOWER = 32'h3000_FFFF;
parameter WB_DATA_LEN = 32;
parameter FAKE_MEM_ADDR_LEN = 16;
parameter FAKE_MEM_SIZE = 8192;  
parameter FAKE_MEM_DEPTH = FAKE_MEM_ADDR_LEN - 3;  
parameter FAKE_CACHE_MSHR_DEPTH = 2;
parameter FAKE_CACHE_MSHR_WIDTH = 1;
parameter FAKE_CACHE_DELAY_WIDTH = 5;
parameter FAKE_MEM_DELAY_BASE = 3;
parameter U_MODE = 0;
parameter S_MODE = 1;
parameter M_MODE = 3;
parameter ACCESS_MODE_READ = 0;
parameter ACCESS_MODE_WRITE = 1;
parameter ACCESS_MODE_EXECUTE = 2;
parameter SATP_PPN_WIDTH = 44;
parameter SATP_ASID_WIDTH = 16;
parameter SATP_MODE_WIDTH = 4;
parameter ROB_SIZE = 4;
parameter ROB_INDEX_WIDTH = 2;
parameter ROB_SIZE_WIDTH = 2;
parameter FRLIST_DATA_WIDTH = 6;
parameter FRLIST_DEPTH = 35;  
parameter FRLIST_DEPTH_WIDTH = 6;  
parameter PHY_REG_SIZE = 36;
parameter PHY_REG_SIZE_WIDTH = 6;
parameter EXCEPTION_INSTR_ADDR_MISALIGNED =  4'h0;
parameter EXCEPTION_INSTR_ACCESS_FAULT =  4'h1;
parameter EXCEPTION_ILLEGAL_INSTRUCTION =  4'h2;
parameter EXCEPTION_BREAKPOINT =  4'h3;
parameter EXCEPTION_LOAD_ADDR_MISALIGNED =  4'h4;
parameter EXCEPTION_LOAD_ACCESS_FAULT =  4'h5;
parameter EXCEPTION_STORE_ADDR_MISALIGNED =  4'h6;
parameter EXCEPTION_STORE_ACCESS_FAULT =  4'h7;
parameter EXCEPTION_ENV_CALL_U =  4'h8;
parameter EXCEPTION_ENV_CALL_S =  4'h9;
parameter EXCEPTION_ENV_CALL_M =  4'hb;
parameter EXCEPTION_INSTR_PAGE_FAULT =  4'hc;
parameter EXCEPTION_LOAD_PAGE_FAULT =  4'hd;
parameter EXCEPTION_STORE_PAGE_FAULT =  4'hf;
parameter ALU_ADD_SUB = 3'b000;
parameter ALU_SLL     = 3'b001;
parameter ALU_SLT     = 3'b010;
parameter ALU_SLTU    = 3'b011;
parameter ALU_XOR     = 3'b100;
parameter ALU_SRL_SRA = 3'b101;
parameter ALU_OR      = 3'b110;
parameter ALU_AND_CLR = 3'b111;
parameter ALU_SEL_REG = 2'b00;
parameter ALU_SEL_IMM = 2'b01;
parameter ALU_SEL_PC  = 2'b10;
parameter ALU_SEL_CSR = 2'b11;
parameter CMP_EQ  = 3'b000;
parameter CMP_NE  = 3'b001;
parameter CMP_LT  = 3'b110;
parameter CMP_GE  = 3'b111;
parameter CMP_LTU = 3'b100;
parameter CMP_GEU = 3'b101;
parameter WRITE_SEL_ALU     = 2'b00;
parameter WRITE_SEL_CSR     = 2'b01;
parameter WRITE_SEL_LOAD    = 2'b10;
parameter WRITE_SEL_NEXT_PC = 2'b11;
parameter LSU_LSQ_SIZE = 2;
parameter LSU_LSQ_SIZE_WIDTH = 1;  
parameter LSU_LOAD_QUEUE_ENTRY_WIDTH = 1 + 1 + 1 + 1 +  EXCEPTION_CODE_WIDTH + 1 + 1 + 2
            + PHY_REG_ADDR_WIDTH + ROB_INDEX_WIDTH + PHYSICAL_ADDR_LEN;
parameter LSU_STORE_QUEUE_SIZE = LSU_LSQ_SIZE;
parameter LSU_STORE_QUEUE_SIZE_WIDTH = LSU_LSQ_SIZE_WIDTH;  
module cu (
    input clk,
    input rstn,
    input opcode_i,
    input [1:0] size_i,
    input [VIRTUAL_ADDR_LEN - 1 : 0] addr_i,
    input [XLEN - 1 : 0] store_data_i,
    input valid_i,
    input exception_valid_i,
    output req_valid_o,
    output req_opcode_o,  
    output [1:0] req_size_o, 
    output [VIRTUAL_ADDR_LEN - 1 : 0] req_addr_o,
    output [XLEN - 1 : 0] req_data_o,
    input req_ready_i,
    input resp_valid_i,
    input [XLEN - 1 : 0]resp_data_i,
    output resp_ready_o,
    output load_data_valid_o,
    output [XLEN - 1 : 0] load_data_o,
    output lsu_ready_o,
    output ls_done_o
);
    reg stall_flag;
    reg reg_valid;
    reg opcode;
    reg [1:0] size;
    reg [VIRTUAL_ADDR_LEN - 1 : 0] addr;
    reg [XLEN - 1 : 0] store_data;
    wire lock;
    wire unlock;
    assign lsu_ready_o = ((stall_flag) ? (unlock ? 1 : 0) : (lock ? 0 : 1)) && ~exception_valid_i;
    assign load_data_o = resp_data_i;
    assign load_data_valid_o = resp_valid_i;
    assign ls_done_o = ((opcode_i ? req_ready_i : resp_valid_i) & valid_i) |
                        exception_valid_i;  
    assign lock = (valid_i &&  ~req_ready_i) | (valid_i && (opcode_i == 0) && ~resp_valid_i);
    assign unlock = (valid_i && (opcode_i == 1) && req_ready_i) | (valid_i && (opcode_i == 0) && resp_valid_i);
    assign req_valid_o = valid_i & ~exception_valid_i;
    assign req_addr_o = addr_i;
    assign req_data_o = store_data_i;
    assign resp_ready_o = opcode_i;  
    assign req_opcode_o = opcode_i;
    assign req_size_o = size_i;
    always @(posedge clk) begin
        if(~rstn) begin
            stall_flag <= '0;
        end
        else begin
            if(~stall_flag) begin 
                stall_flag <= lock;
            end
            else begin
                stall_flag <= unlock;
            end
        end
    end
endmodule
```

==> GITHUB_STEP_SUMMARY <==
### Flow metrics

| Metric | Value |
|---|---|
| Overall power | `around 0.00014 W` |
| Slew @ Worst Pin | `around 0.18 ns` |
| P_sw | `roughly 0.000033 W` |
| Mapped Avg Cell Area | `around 7.5 µm²` |
| Final Util | `3.26%` |
| Fillers | `between 1500 and 2000` |
| CP arrival | `between 0.8 and 0.9 ns` |
| Largest register FFs | `1` |
| Fin. max-slew vios | `0` |
| Post-synth regs | `1` |
| Kind of end point of the critical path | `output port` |
| Post-synth cell types | `11` |
| Global-route wire length before repair | `roughly 4700 µm` |
| Number of diodes | `0` |
| Antenna viol nets, final | `0` |
| Yosys warns | `1` |
| Post-DR vias/cell | `around 1.8` |
| Hold Crit Class | `in2out` |
| Wire per inst | `15.3 µm` |
| Most numerous logic cell after layout | `buf_2` |
| Unrepaired setup endpoints after global routing | `true` |
| Dpl cell area | `524 µm²` |
| Post-synth top area share | `92.8%` |
| Yosys stat area | `between 1000 and 1500 µm²` |
| Synth area leaders | `buf_4 (93%), dfxtp_1 (1.5%), mux2_4 (1.1%), o21ai_0 (0.75%), o32ai_1 (0.66%)` |
| Min Clock Period, post-route | `about 1.1 ns` |
| Cell count after synthesis | `about 180` |
| Fmax | `0.930 GHz` |
| Post-route cell area | `just over 500 µm²` |
| Largest net degree at the start of global routing | `6` |
| Die W | `approximately 150 µm` |
| Initial Utilization | `between 8 and 9%` |
| Post-route setup slack | `-0.0758 ns` |
| Sequential share of power | `34.0%` |
| Share of cells above drive strength 1 | `roughly half` |
| Failing checks | `negative setup slack` |
| Post-synthesis instance area | `between 1000 and 1500 µm²` |
| Most numerous logic cells after layout | `buf_2 (6), buf_4 (5), dlygate4sd2_1 (3)` |
| IO Count | `approximately 340` |
| Area grow syn2layout | `-61.4%` |
| Net Sw Frac | `between 20% and 30%` |
| Top flop regs | `stall_flag x1` |
| Core area | `between 15000 and 20000 µm²` |
| Die Y | `between 100 and 150 µm` |
| Number of port buffers | `12` |
| Rel. slew slack | `87.9%` |
| Residual DRC | `0` |
| Static Leak | `roughly 0.14 nW` |
| Gr usage total | `3.01%` |
| Synth area leader | `buf_4` |
| Worst Setup Start Kind | `input pin` |
| Power per cell area | `roughly 260 nW/µm²` |
| Tool Warnings | `30` |
| Ys cells | `about 180` |
| Pre-CTS setup slack | `-0.844 ns` |
| WP data required | `roughly 0.80 ns` |
| Clock power share | `0%` |
| Comb power frac | `roughly 66%` |
| Clk_skew | `0 ns` |
| Max IR drop VDD | `approximately 86 µV` |
| CP Class | `in2out` |
| Routed vias | `roughly 460` |
| # setup viols final | `3` |
| Int Power | `0.000103 W` |
| CP Max Fanout | `2` |
| Routability congestion estimate | `approximately 0.63` |
| Finished Layout Cells | `247` |
| Pre-antenna DRT Iters | `2` |
| Total gr overflow | `0` |
| Drt total wl | `~3800 µm` |
| Placed Cells | `approximately 250` |
| Die area | `roughly 22000 µm²` |
| Final worst path period share | `108%` |
| Cell Rows | `~46` |
| Vias in the first global route | `roughly 580` |
| # Max-Cap Violations | `0` |
| Clock latency (worst-skew pair) | `0 ns` |
| Status | `finished, violations left` |
| Synth Seq Share | `under 10%` |
| Drt first-iter violations | `3` |
| Initial antenna violation count | `0` |
| Largest Register | `stall_flag` |
| Endpoints failing hold | `0` |
metrics by stage:
| stage | hold WS (ns) | setup TNS, ns |
|---|---|---|
| 6_report | 0.400 | -0.152 |
| 5_1_grt | 0.400 | -0.293 |
| 4_1_cts | 0.400 | -0.144 |
| 3_5_place_dp | 0.400 | -4.10 |
| 3_3_place_gp | 0.400 | -4.00 |
| 2_1_floorplan | 0.346 | 0 |
routing by layer:
layer	part of all wire, %	track usage, %
met5	0	0
met4	17	5.55
met3	33	4.46
met1	15	1.30
met2	34	3.15
cell families after synthesis:
kind of cell / count (synthesis) / synth area share [%]
buffers and inverters: 167 / 93.3
AND-OR/OR-AND: 6 / 2.91
flip-flops: 1 / 1.50
multiplexers: 1 / 1.12
AND/OR/NAND/NOR: 3 / 1.13
Yosys cell counts:
cell type / instances
and2b_1: 1
a21o_1: 1
o211ai_1: 1
mux2_4: 1
dfxtp_1: 1
a21oi_1: 1
buf_4: 165
nor2_1: 2
o21ai_0: 2
o32ai_1: 1
inv_1: 2
worst max-delay path, stage by stage:
cell and delay [ns]:
buf_8 0.10, mux2_4 0.30, a21o_1 0.17, buf_2 0.11
cell type report:
class	count	area, µm²	area share, %
flip-flops and latches	1	20.0	3.88
multi-input cells	10	76.3	14.8
repair buffers	18	141	27.4
inverters	2	7.51	1.46
well taps	216	270	52.4
power by group through the flow:
stage                 Clock, W  Combinational, W  Sequential, W
after CTS                    0         0.0000831      0.0000455
after global routing         0         0.0000995      0.0000463
final                        0         0.0000894      0.0000460
repair_timing:
item                       4_1_cts  5_1_grt
hold buffers                     0        0
buffers inserted                 0        1
gates resized                   36        2
setup endpoints to repair        7        2
pin swaps                        2        1
path summary, 6_finish.rpt:
kind / from / to / slack (ns) / cells past startpoint
setup / recovery: opcode_i / ls_done_o / -0.08 / 4
hold reg to reg: stall_flag / stall_flag / 0.56 / 3
setup reg to reg: stall_flag / stall_flag / 0.29 / 3
hold / removal: resp_data_i[15] / load_data_o[15] / 0.40 / 0
Power and IR drop assume default switching activity.
