[flow/run.sh]
#!/bin/bash
# OpenROAD 26Q1-2900-gdf79404cd8, Yosys 0.63+post, stock flow scripts
make -C /OpenROAD-flow-scripts/flow DESIGN_CONFIG=/design/flow/config.mk WORK_HOME=/design/flow/orfs finish
[flow/config.mk]
export PLATFORM = sky130hd
export DESIGN_NAME = wb_interconnect
export DESIGN_NICKNAME = wb_interconnect
export VERILOG_FILES = /design/flow/design.v
export SDC_FILE = /design/flow/constraint.sdc
export NUM_CORES = 4
export LEC_CHECK = 1
export CORE_AREA = 10 10 136 136
export DIE_AREA = 0 0 146 146
[flow/constraint.sdc]
current_design wb_interconnect

set clk_period 4.1
set clk_io_pct 0.2

create_clock -name clk0 -period $clk_period [get_ports {clk_i}]

set non_clock_inputs [all_inputs -no_clocks]
set_input_delay [expr $clk_period * $clk_io_pct] -clock clk0 $non_clock_inputs
set_output_delay [expr $clk_period * $clk_io_pct] -clock clk0 [all_outputs]
[flow/design.v]
module wb_arb(clk, rstn, req, gnt);
input		clk;
input		rstn;
input	[1:0]	req;	 
output			gnt; 	 
parameter	
                grant0 = 1'h0,
                grant1 = 1'h1;
reg [1:0]	state, next_state;
assign	gnt = state;
always@(posedge clk or negedge rstn)
	if(!rstn)       state <= grant1;
	else		state <= next_state;
always@(state or req )
   begin
      next_state = state;	 
      case(state)		
         grant0:
      	if(!req[0] ) begin
      		if(req[1])	next_state = grant1;
      	end
         grant1:
      	if(!req[1] ) begin
      		if(req[0])	next_state = grant0;
      	end
      endcase
   end
endmodule 
module wb_interconnect  (
         input logic		clk_i, 
         input logic            rst_n,
         input   logic	[31:0]	m0_wbd_dat_i,
         input   logic  [31:0]	m0_wbd_adr_i,
         input   logic  [3:0]	m0_wbd_sel_i,
         input   logic  	m0_wbd_we_i,
         input   logic  	m0_wbd_cyc_i,
         input   logic  	m0_wbd_stb_i,
         output  logic	[31:0]	m0_wbd_dat_o,
         output  logic		m0_wbd_ack_o,
         output  logic		m0_wbd_lack_o,
         output  logic		m0_wbd_err_o,
         input	logic [31:0]	m1_wbd_dat_i,
         input	logic [31:0]	m1_wbd_adr_i,
         input	logic [3:0]	m1_wbd_sel_i,
         input	logic [2:0]	m1_wbd_bl_i,
         input	logic    	m1_wbd_bry_i,
         input	logic 	        m1_wbd_we_i,
         input	logic 	        m1_wbd_cyc_i,
         input	logic 	        m1_wbd_stb_i,
         output	logic [31:0]	m1_wbd_dat_o,
         output	logic 	        m1_wbd_ack_o,
         output	logic 	        m1_wbd_lack_o,
         output	logic 	        m1_wbd_err_o,
         input	logic [31:0]	s_wbd_dat_i,
         input	logic 	        s_wbd_ack_i,
         input	logic 	        s_wbd_lack_i,
         output	logic [31:0]	s_wbd_dat_o,
         output	logic [31:0]	s_wbd_adr_o,
         output	logic [3:0]	s_wbd_sel_o,
         output	logic [9:0]	s_wbd_bl_o,
         output	logic 	        s_wbd_bry_o,
         output	logic 	        s_wbd_we_o,
         output	logic 	        s_wbd_cyc_o,
         output	logic 	        s_wbd_stb_o
	);
typedef struct packed { 
  logic	[31:0]	wbd_dat;
  logic  [31:0]	wbd_adr;
  logic  [3:0]	wbd_sel;
  logic  [9:0]	wbd_bl;
  logic  	wbd_bry;
  logic  	wbd_we;
  logic  	wbd_cyc;
  logic  	wbd_stb;
  logic [3:0] 	wbd_tid;  
} type_wb_wr_intf;
typedef struct packed { 
  logic	[31:0]	wbd_dat;
  logic  	wbd_ack;
  logic  	wbd_lack;
  logic  	wbd_err;
} type_wb_rd_intf;
type_wb_wr_intf  m0_wb_wr;
type_wb_wr_intf  m1_wb_wr;
type_wb_rd_intf  m0_wb_rd;
type_wb_rd_intf  m1_wb_rd;
type_wb_wr_intf  m_bus_wr;   
type_wb_rd_intf  m_bus_rd;   
wire m0_stb_i = m0_wbd_stb_i ;
wire m1_stb_i = m1_wbd_stb_i ;
assign m0_wb_wr.wbd_dat = m0_wbd_dat_i;
assign m0_wb_wr.wbd_adr = {m0_wbd_adr_i[31:2],2'b00};
assign m0_wb_wr.wbd_sel = m0_wbd_sel_i;
assign m0_wb_wr.wbd_bl  = 'h1;
assign m0_wb_wr.wbd_bry = 'b1;
assign m0_wb_wr.wbd_we  = m0_wbd_we_i;
assign m0_wb_wr.wbd_cyc = m0_wbd_cyc_i;
assign m0_wb_wr.wbd_stb = m0_wbd_cyc_i;
assign m1_wb_wr.wbd_dat = m1_wbd_dat_i;
assign m1_wb_wr.wbd_adr = {m1_wbd_adr_i[31:2],2'b00};
assign m1_wb_wr.wbd_sel = m1_wbd_sel_i;
assign m1_wb_wr.wbd_bl  = {7'b0,m1_wbd_bl_i};
assign m1_wb_wr.wbd_bry = m1_wbd_bry_i;
assign m1_wb_wr.wbd_we  = m1_wbd_we_i;
assign m1_wb_wr.wbd_cyc = m1_wbd_cyc_i;
assign m1_wb_wr.wbd_stb = m1_wbd_cyc_i;
assign m0_wbd_dat_o  =  m0_wb_rd.wbd_dat;
assign m0_wbd_ack_o  =  m0_wb_rd.wbd_ack;
assign m0_wbd_lack_o =  1'b0;
assign m0_wbd_err_o  =  m0_wb_rd.wbd_err;
assign m1_wbd_dat_o  =  m1_wb_rd.wbd_dat;
assign m1_wbd_ack_o  =  m1_wb_rd.wbd_ack;
assign m1_wbd_lack_o =  1'b0;
assign m1_wbd_err_o  =  m1_wb_rd.wbd_err;
logic   gnt;
wb_arb	u_wb_arb(
	.clk(clk_i), 
	.rstn(rst_n),
	.req({	m1_stb_i & !m1_wbd_lack_o,
		      m0_stb_i & !m0_wbd_lack_o}),
	.gnt(gnt)
);
always_comb begin
     case(gnt)
        1'h0:	   m_bus_wr = m0_wb_wr;
        1'h1:	   m_bus_wr = m1_wb_wr;
        default:   m_bus_wr = m1_wb_wr;
     endcase			
end
assign m_bus_rd.wbd_dat  = s_wbd_dat_i;
assign m_bus_rd.wbd_ack  = s_wbd_ack_i;
assign m_bus_rd.wbd_lack = s_wbd_lack_i;
assign s_wbd_dat_o  = m_bus_wr.wbd_dat;
assign s_wbd_adr_o  = m_bus_wr.wbd_adr;
assign s_wbd_sel_o  = m_bus_wr.wbd_sel;
assign s_wbd_bl_o   = m_bus_wr.wbd_bl;
assign s_wbd_bry_o  = m_bus_wr.wbd_bry;
assign s_wbd_we_o   = m_bus_wr.wbd_we;
assign s_wbd_cyc_o  = m_bus_wr.wbd_cyc;
assign s_wbd_stb_o  = m_bus_wr.wbd_stb;
assign  m0_wb_rd = (gnt == 2'b00) ? m_bus_rd : 'h0;
assign  m1_wb_rd = (gnt == 2'b01) ? m_bus_rd : 'h0;
endmodule
==> flow_summary.toml <==
# physical design summary
[global_routing]
grt_pass1_vias = 2519
gr-total-overflow = 0
grt_first_pass_wirelength_mm = 15.61
grt_start_max_net_pins = 88
grt_usage = 0.09181
antenna_found_initial = 0

[cts]
postCtsSetupBuffers = 0
cts_resized = 0
clk_latency_ns = 0
path_clk_slew_ns = 0
holdBufCountCts = 0

[final_timing]
finalSetupViolCount = 0
finalHoldViolCount = 0
max_freq_mhz = 349.1
holdWs_ns = 1.137
maxSlewViolCount = 0
timing.final.ws_setup_ns = 1.236
skew_ns = 0
rsz0062_at_grt = "no"
min_period_ns = 2.864
fin_setup_tns_ns = 0
post-route-period-util = 0.6986

[setup_path]
r2r_start = "u_wb_arb.state[0]$_DFFE_PN1P_"
required_ns = 3.28
crit_path_end = "s_wbd_adr_o[24]"
regToRegSetupSlack_ns = 2.69
worstPathArrival_ns = 2.04
crit_fanout = 31
crit_path_start = "u_wb_arb.state[0]$_DFFE_PN1P_"
rr_worst_depth = 2
critPathKind = "reg -> out"
regToRegEndpoint = "u_wb_arb.state[0]$_DFFE_PN1P_"
critPathLaunchType = "flip-flop"
worst_setup_path_end_kind = "output pin"

[logic_synthesis]
postSynth.asyncResetShare = 1.000
netlist_top_cells_area = "mux2_1 30%, mux2_2 23%, and2_1 15%, nor2b_1 14%, buf_4 7.2%"
syn_area_sq_um = 1450
synth_cells = 171
ys_cells = 171
yosysTopAreaCellShare = 0.3028
yosysMostFrequentCell = "mux2_1"
edf_count = 0
topCombFamilyByArea = "multiplexers"
simple_gate_area_frac = 0.3020
yosysUniqueCellTypes = 13
yosys_most_used_dff = "dfstp_2"
ys_sh_xor = 0
common_cells = "39 x mux2_1, 35 x and2_1, 33 x nor2b_1"
yosys-stat-area_sq_um = 1450
mux_share = 0.5280
synthAdderAreaFrac = 0.007765
largest_area_cell = "mux2_1"
synth-seq-cells = 1
synth.avg_cell_area_sq_um = 8.480
ys_seq_frac = 0.01812
ys_warn_count = 11
aoi_share = 0

[cells_and_area]
area_growth_pct = 227.4
largest_reg_flops = 1
biggestRegsByFlops = "u_wb_arb.state: 1 flops"
design_area_sq_um = 4748
fillers = 1610
drive_above_1_share = 0.07006
utilization = 0.3022
regMostFlops = "u_wb_arb.state"

[job]
cap_violations = 0
warnings = 33

[hold_path]
worst_hold_path_type = "in -> async"

[placement]
placed_area_sq_um = 4748
portBuffers = 315
pre_cts_ws_ns = 1.217
gp_congestion = 0.7999
dp_hpwl_mm = 9.816

[die]
rows = 46
ioPinCount = 334
core_region_area_sq_um = 15710
die_w_microns = 146
die-area_sq_um = 21320
fp_util = 0.09229
die-height_microns = 146

[detailed_routing]
wl_per_cell_microns = 15.60
diodes = 0
num_vias = 2324
viasPerCell = 3.383
drtIter0Drc = 38
detail_route.first_pass.iterations = 4
drc = 0
finalWirelength_mm = 10.72
ant_nets = 0

[pwr]
p_leak_nw = 1.732
ir_drop_v = 0.00006056
power.density_nw_per_um2 = 118.9

[run_status]
outcome = "complete, no violations"
placed cells by master (no fill, tap or decap):
| cell type | instances |
|---|---|
| mux2_2 | 29 |
| buf_4 | 1 |
| nand2b_1 | 2 |
| mux2_1 | 39 |
| nor2b_1 | 33 |
| clkdlybuf4s50_1 | 315 |
| and2_1 | 35 |
| inv_1 | 1 |
| dfstp_4 | 1 |
| maj3_2 | 1 |
| buf_12 | 1 |
| conb_1 | 13 |
metrics by stage:
step                      std cells  total power [mW]
after floorplan                 183            0.1480
after global placement          687            0.5733
after detailed placement        687            0.5731
after CTS                       687            0.5782
after global routing            687            0.6111
final                           687            0.5647
report_power, final:
group / total [mW] / internal (mW) / switching (mW)
registers: 0.0213 / 0.0127 / 0.00859
clock network: 0 / 0 / 0
logic: 0.543 / 0.424 / 0.119
area by class of cell:
type	instances	area, sq um	share of cell area
inverters	1	3.754	0.0007905
flip-flops and latches	1	30.03	0.006324
multi-input cells	152	1264	0.2661
well taps	216	270.3	0.05692
repair buffers	317	3181	0.6698
how the worst min path moves through the flow:
stage	startpoint	endpoint	slack [ns]
after CTS	rst_n	u_wb_arb.state[0]$_DFFE_PN1P_	1.14
after global routing	rst_n	u_wb_arb.state[0]$_DFFE_PN1P_	1.14
final	rst_n	u_wb_arb.state[0]$_DFFE_PN1P_	1.14
metal layers:
layer | wire, microns | vias to the layer above | GRT usage
li1 | - | 1149 | -
met1 | 3968 | 1020 | 0.1018
met2 | 5480 | 151 | 0.1654
met3 | 1236 | 4 | 0.04201
met4 | 34 | 0 | 0.002503
met5 | 0 | - | 0
critical path: stages, from the launching register on:
cell             delay, ns
dfstp_4               0.77
buf_4                 0.41
mux2_1                0.38
clkdlybuf4s50_1       0.45
kinds of logic (layout without fill, tap and decap cells):
logic type	count (synthesis)	count (layout)
flops	1	1
other cells	1	13
fa+ha+maj	1	1
simple gates	70	70
buf+inv	30	318
mux	68	68
Power and IR drop assume default switching activity.
